File: run.sh
#!/bin/bash
# OpenROAD 26Q1-2900-gdf79404cd8, Yosys 0.63+post, stock flow scripts
make -C /OpenROAD-flow-scripts/flow DESIGN_CONFIG=/design/flow/config.mk WORK_HOME=/design/flow/orfs finish
File: design.v
module SP (CLK, AR, SPI, SPD, SPA, ADDR);
   input wire CLK;
   input wire AR;
   input wire SPI;
   input wire SPD;
   input wire SPA;
   inout wire [7:0] ADDR;
   reg [7:0] sp;
   reg [7:0] next_sp;
   assign ADDR = SPA ? sp : 8'bzzzzzzzz;
   always @ (posedge CLK, posedge AR) begin
      if (AR) sp <= 8'b00000000;
      else sp <= next_sp;
   end
   always @ (SPI, SPD, sp) begin
      if (SPI) next_sp = sp + 1;
      else if (SPD) next_sp = sp - 1;
      else next_sp = sp;
   end
endmodule  
File: config.mk
export PLATFORM = sky130hd
export DESIGN_NAME = SP
export DESIGN_NICKNAME = SP
export VERILOG_FILES = /design/flow/design.v
export SDC_FILE = /design/flow/constraint.sdc
export NUM_CORES = 4
export LEC_CHECK = 1
export CORE_AREA = 10 10 71 71
export DIE_AREA = 0 0 81 81
File: constraint.sdc
current_design SP

set clk_period 2.3
set clk_io_pct 0.2

create_clock -name clk0 -period $clk_period [get_ports {CLK}]

set non_clock_inputs [all_inputs -no_clocks]
set_input_delay [expr $clk_period * $clk_io_pct] -clock clk0 $non_clock_inputs
set_output_delay [expr $clk_period * $clk_io_pct] -clock clk0 [all_outputs]
==> run summary <==
The following summarizes the physical implementation.

Status
The flow did not finish. The last stage the flow got to is 4_1_cts. The first error in the log reads "[error] [KeplerFormal.cpp:679] Workflow failed: Iso has multiple drivers: .ADDR0, ADDR[0]$_DFFE_PP0P_.Q0".

Placed design
Once detailed placement completed, the half-perimeter wirelength came to 1.31 mm. The number of I/O port buffers is 3. The placement summary gives the final routability congestion estimate as 0.822.

The number of placed instances with taps included is 137.

Logic synthesis
The number of cells reported by Yosys stat comes to 71. Warnings reported by Yosys during synthesis add up to 2. According to the Yosys statistics, the synthesized design has a chip area of 654 µm². The largest area contributor in the synthesized netlist is dfrtp_1. By area the synthesized netlist is led by dfrtp_1 31%, ha_1 11%, a21o_1 5.7%. The synthesis report gives the async set-or-reset register share as 100%. The post-synth tally of flip-flops with integrated enable is 0.

Post-synth the commonest register cell is dfrtp_1. The synthesized netlist handed to floorplanning was reported with a cell count of 71. In this run the cell area of the synthesized design comes to 654 µm².

For reference, the post-synthesis area per instance comes to 9.22 µm². The top cell type by area accounts for 30.6% of the synthesized area. The number of distinct library cell variants in the gate-level netlist after synthesis is 28. In this run, synthesis produced a sequential element count of 8. The register share after synthesis is 30.6%.

CTS
Looking at the clock tree report, the H-tree level count equals 1. The post-cts gate resize count is 0. Buffers inserted during clock tree synthesis total 3. The count of hold buffers inserted by post-cts repair is 0.

The total setup buffers inserted after CTS is 0. The clock passes through at most 2 buffers. The number of clock sinks seen by CTS is 8. The tree is rooted in a clkbuf_8.

Floorplanning
The floorplan die height is 81 µm. The fraction of the core area occupied by cells at floorplan is 18.0%. The floorplan report gives the top-level pin count as 13. The number of placement rows is 22.

The die is 81 µm wide.
==> through the flow <==
stage / hold WS (ns) / util, % / setup slack, ns / TNS [ns] / instance area [µm²]
after floorplan: 0.276 / - / 0.391 / 0 / 654
after detailed placement: 0.526 / 23.7 / -0.202 / -0.456 / 860
after global placement: 0.521 / 23.7 / -0.196 / -0.402 / 860
==> cell families after synthesis <==
logic type	share of synthesized area, %
simple gates	17.0
fa+ha+maj	14.5
compound gates	25.4
mux	4.01
flops	30.6
xor+xnor	5.35
buf+inv	3.06
==> Yosys cell counts (all sizes together), types with 3 or more instances <==
master / n
dfrtp: 8
a21oi: 7
ha: 6
nand2: 6
a21o: 5
inv: 4
o21ai: 4
nand3: 3
nor2: 3
nor3b: 3
xnor2: 3
